`design/flow/config.mk`:
```
export PLATFORM = sky130hd
export DESIGN_NAME = bridge
export DESIGN_NICKNAME = bridge
export VERILOG_FILES = /design/flow/design.v
export SDC_FILE = /design/flow/constraint.sdc
export NUM_CORES = 4
export LEC_CHECK = 1
export CORE_AREA = 10 10 114 114
export DIE_AREA = 0 0 124 124
```
`design/flow/constraint.sdc`:
```
current_design bridge

set clk_period 3.2
set clk_io_pct 0.2

create_clock -name clk0 -period $clk_period [get_ports {MCU_CLK}]

set non_clock_inputs [all_inputs -no_clocks]
set_input_delay [expr $clk_period * $clk_io_pct] -clock clk0 $non_clock_inputs
set_output_delay [expr $clk_period * $clk_io_pct] -clock clk0 [all_outputs]
```
`design/flow/design.v`:
```
`timescale 1ns / 1ps
module asynch_edge_detect(
	input SYNC_CLK_IN,
	input ASYNC_IN,
	output DETECT_OUT
);
wire detect;
wire signal_in;
reg  signal_in_prev;
assign   detect       = signal_in & ~signal_in_prev;
assign   DETECT_OUT   = detect;
always @(posedge SYNC_CLK_IN) begin
	signal_in_prev <= signal_in;
end
synchronizer synch_inst (
	.asynch_input(ASYNC_IN),
	.synch_clk(SYNC_CLK_IN),
	.synch_output(signal_in)
);
  endmodule
`timescale 1ns / 1ps
module bridge(
		input GPS_I0,
		input GPS_I1,
		input GPS_Q0,
		input GPS_Q1,
		input MAX2769_CLK,
		input MCU_CLK,
		input RESET_N,
		input SELF_TEST,
		output MCU_SCK,
		output MCU_SS,
		output MCU_MOSI);
wire datardy;
wire gps_i0_sync;
wire gps_i1_sync;
wire gps_q0_sync;
wire gps_q1_sync;
reg   gps_i0_sync_reg;
reg   gps_i1_sync_reg;
reg   gps_q0_sync_reg;
reg   gps_q1_sync_reg;
bridge_sm bridge_sm_inst (
.GPS_I0(gps_i0_sync_reg),
.GPS_I1(gps_i1_sync_reg),
.GPS_Q0(gps_q0_sync_reg),
.GPS_Q1(gps_q1_sync_reg),
.MCU_CLK(MCU_CLK),
.RESET_N(RESET_N),
.SELF_TEST(SELF_TEST),
.DATAREADY(datardy),
.MCU_SCK(MCU_SCK),
.MCU_SS(MCU_SS),
.MCU_MOSI(MCU_MOSI)
);
asynch_edge_detect asynch_edge_detect_inst(
		.SYNC_CLK_IN(MCU_CLK),
		.ASYNC_IN(MAX2769_CLK),
		.DETECT_OUT(datardy)
);
always@(posedge MCU_CLK) begin
   gps_i0_sync_reg <= gps_i0_sync;
   gps_i1_sync_reg <= gps_i1_sync;
   gps_q0_sync_reg <= gps_q0_sync;
   gps_q1_sync_reg <= gps_q1_sync;
end
synchronizer synch_inst_q1 (
	.asynch_input(GPS_Q1),
	.synch_clk(MCU_CLK),
	.synch_output(gps_q1_sync)
);
synchronizer synch_inst_i0 (
	.asynch_input(GPS_I0),
	.synch_clk(MCU_CLK),
	.synch_output(gps_i0_sync)
);
synchronizer synch_inst_i1 (
	.asynch_input(GPS_I1),
	.synch_clk(MCU_CLK),
	.synch_output(gps_i1_sync)
);
synchronizer synch_inst_q0 (
	.asynch_input(GPS_Q0),
	.synch_clk(MCU_CLK),
	.synch_output(gps_q0_sync)
);
endmodule
`timescale 1ns / 1ps
module bridge_sm(
	input GPS_I0,
	input GPS_I1,
	input GPS_Q0,
	input GPS_Q1,
	input MCU_CLK,
	input RESET_N,
	input SELF_TEST,
	input DATAREADY,
	output MCU_SCK,
	output MCU_SS,
	output MCU_MOSI
  );
  reg [12:0] bitcounter;
  reg [2:0] ss_delay;
  reg sck_en;
  reg mosi;
  wire [3:0] selftest_in;
  assign selftest_in = bitcounter[2]
		? bitcounter[6:3]
		: bitcounter[10:7];
  wire [3:0] gps_in;
  assign gps_in = SELF_TEST
		? {selftest_in[0], selftest_in[1], selftest_in[2], selftest_in[3]}
		: {GPS_Q1, GPS_Q0, GPS_I1, GPS_I0};
  wire [1:0] mosi_sel;
  assign mosi_sel = bitcounter[1:0];
  assign MCU_CLK_Delay = ~MCU_CLK;	
  assign MCU_SS    = ss_delay[0];
  assign MCU_SCK   = MCU_CLK_Delay & sck_en;
  assign MCU_MOSI  = mosi;
  assign reset_n_in = RESET_N;
  always@(posedge MCU_CLK) begin
	if (reset_n_in == 0) begin
		sck_en <= 1'b0;
		ss_delay <= 0;
		bitcounter <= 0;
	end
	else begin
		if (mosi_sel != 0 || DATAREADY) begin
			sck_en <= 1'b1;
			mosi <= gps_in[mosi_sel];
			ss_delay <= 3'b100;
			bitcounter <= bitcounter + 1;
		end
		else begin
			sck_en <= 1'b0;
			mosi <= 0;
			if (bitcounter == 0) begin
				ss_delay <= ss_delay >> 1;
			end
		end
	end
end
endmodule
`timescale 1ns / 1ps
module synchronizer(
    input asynch_input,
    input synch_clk,
    output synch_output
    );
reg synch_a;
reg synch_b;
assign synch_output = synch_b;
always @(negedge synch_clk) begin
	synch_b <= synch_a;
end
always @(posedge synch_clk) begin
   synch_a <= asynch_input;
end
endmodule
```
`design/flow/run.sh`:
```
#!/bin/bash
# OpenROAD 26Q1-2900-gdf79404cd8, Yosys 0.63+post, stock flow scripts
make -C /OpenROAD-flow-scripts/flow DESIGN_CONFIG=/design/flow/config.mk WORK_HOME=/design/flow/orfs finish
```
==> ci_impl_report.md <==
### Yosys + OpenROAD results

| Metric | Value |
|---|---|
| Die Y | `124 µm` |
| Largest Register | `bridge_sm_inst.bitcounter` |
| Crit Path Class | `clock port to output port` |
| Vias | `889` |
| Fillers | `1131` |
| Global-route wire length before repair | `3940 µm` |
| Max reg flops | `13` |
| Status | `completed` |
| Top-level I/O count | `11` |
| Core area | `0.0104 mm²` |
| Post-CTS Repair Setup Buffers | `0` |
| Sum Neg Setup Slack | `0 ps` |
| Port bufs | `10` |
| Drt total wl | `2240 µm` |
| Cell count after synthesis | `120` |
| Hold Vio Cnt, Final | `0` |
| RSZ-0062 raised after global routing | `false` |
| Area Growth Syn to Fin | `31.0%` |
| Max_slew headroom | `0.556` |
| Logic pwr share | `0.164` |
| Die ar. | `0.0154 mm²` |
| Largest net degree at the start of global routing | `21` |
| Top cell type's share of synthesized area | `0.490` |
| Reg-to-reg endpoint | `bridge_sm_inst.bitcounter[11]` |
| Reg power frac | `0.422` |
| CTS tree | `built` |
| # DRC | `0` |
| Most instantiated logic cells after routing | `dfxtp_1 (32), inv_1 (11), clkdlybuf4s50_1 (10)` |
| Post-synth top area cell | `dfxtp_1` |
| Top cell excl fill/tap | `dfxtp_1` |
| Share of layout cells above drive strength 1 | `0.122` |
| Synthesis warning total | `6` |
| Leakage power | `0.666 nW` |
| Post-DP Area | `0.00155 mm²` |
| Worst-path clk slew | `60 ps` |
| Grt total ovfl | `0` |
| PnR worst setup slack | `157 ps` |
| Yosys cell types | `34` |
| CP required | `2560 ps` |
| Drt pass-1 iters | `4` |
| Final setup viols | `0` |
| R2R Setup Slk | `310 ps` |
| Slew @ Worst Pin | `665 ps` |
| R2R depth | `4` |
| Hold Startpoint | `bridge_sm_inst.bitcounter[12]` |
| Worst Path Max Fanout | `2` |
| Bufs and invs on worst path | `3` |
| Max stage delay on crit path | `470 ps` |
| Yosys reg bits | `33` |
| DR iter-0 viols | `49` |
| Top cell by count, worst path | `clkbuf_8` |
| Initial antenna violation count | `0` |
| Class of the worst hold path | `flip-flop to flip-flop` |
| CP Launch Type | `clock port` |
| Peak supply drop | `0.216 mV` |
| Max Cap Viol | `0` |
| Worst r2r src | `asynch_edge_detect_inst.synch_inst.synch_b` |
| Final HPWL DP | `1630 µm` |
| Worst hold path cell count | `2` |
| Net Sw Power | `0.304 mW` |
| FP Util | `0.125` |
| Stage-log warning count | `28` |
| Post-CTS resize count | `0` |
| Family with the most delay on the worst path | `buffers and inverters` |
| WHS Endpoint | `bridge_sm_inst.bitcounter[12]` |
| CP endpoint kind | `output port` |
| Regs by FF count | `bridge_sm_inst.bitcounter (13), bridge_sm_inst.ss_delay (3)` |
| PwrDens | `667 mW/mm²` |
| Gpl congestion | `0.785` |
| Worst path cell trace | `clkbuf_8 > clkbuf_8 > nor2b_1 > clkdlybuf4s50_1` |
| Worst Clk Skew | `74.7 ps` |
| Clock share of power | `0.414` |
| Hold Buf Count CTS | `0` |
| Pint | `0.838 mW` |
| Die width | `124 µm` |
| Post-Layout Inst Area | `0.00171 mm²` |
| Slowest cell on crit path | `clkdlybuf4s50_1` |
| Fin. max-slew vios | `0` |
| Synthesized area | `0.00131 mm²` |
| Tot GR Track Use | `0.0308` |
| Vias in the first global route | `902` |
| DP Worst Slack | `387 ps` |
| Yosys stat chip area | `0.00131 mm²` |
| Clk ins delay skew pair | `450 ps` |
| Post-synth seq share | `0.513` |
| WL/cell | `8.14 µm` |
| Yosys cell count | `120` |
| DRT antenna net count | `0` |
| Row count | `37` |
| DR vias/cell | `3.23` |
| Top post-synthesis cells by area | `dfxtp_1 (49%), mux2i_1 (5.4%), and2_1 (3.8%)` |
| Sw Ratio | `0.266` |
| Avg Cell Area, Syn | `10.9 µm²` |
| CP arrival | `2400 ps` |
| N_diodes | `0` |
-- tightest hold or removal path: cells and delay by family, from the launching register on --
family | cells | cell delay (ps)
multiplexers | 1 | 60
AND/OR/NAND/NOR | 1 | 60
flip-flops | 1 | 320
-- routing by layer --
metal	wire length (µm)	vias to the layer above	GRT usage
met2	951	20	0.0450
met5	0	-	0
met1	1080	414	0.0391
met4	48	0	0.0122
met3	160	5	0.0138
li1	-	450	-
-- Yosys cell counts --
master / number
dfxtp_1: 32
and2_1: 8
nand2_1: 8
inv_1: 7
mux2i_1: 7
a21oi_1: 6
nand3_1: 6
buf_2: 4
xor2_1: 4
nand2b_1: 3
nor2_1: 3
xnor2_1: 3
a211oi_1: 2
a21boi_0: 2
and3_1: 2
clkbuf_1: 2
ha_1: 2
nor4_1: 2
o21a_1: 2
a2111oi_4: 1
a211oi_2: 1
a221oi_1: 1
a31o_2: 1
edfxtp_1: 1
mux4_1: 1
mux4_2: 1
nand2b_4: 1
nand4_1: 1
nand4_4: 1
nor2b_1: 1
nor3_1: 1
nor4_2: 1
nor4b_1: 1
o21ai_0: 1
-- logic make-up after synthesis --
group	after synthesis	synth area share
simple gates	39	0.183
xor+xnor	7	0.0469
buf+inv	13	0.0412
compound gates	17	0.105
flops	33	0.513
fa+ha+maj	2	0.0192
mux	9	0.0910
-- final cells by class --
type | instances | area [µm²] | area share
Tap cell | 136 | 170 | 0.0994
Timing Repair Buffer | 9 | 90.1 | 0.0526
Sequential cell | 33 | 671 | 0.392
Multi-Input combinational cell | 74 | 582 | 0.340
Clock inverter | 7 | 31.3 | 0.0183
Inverter | 6 | 22.5 | 0.0132
Clock buffer | 10 | 145 | 0.0848
-- power groups by stage --
stage | clock network, mW | registers, mW | logic (mW)
CTS | 0.493 | 0.482 | 0.187
global route | 0.522 | 0.487 | 0.209
finish | 0.473 | 0.482 | 0.187
-- worst max-delay path by stage --
stage	to	startpoint	slack [ps]	cells past startpoint
6_report	MCU_SCK	MCU_CLK	160	4
4_1_cts	MCU_SCK	MCU_CLK	110	4
5_1_grt	MCU_SCK	MCU_CLK	100	4
-- through the flow --
step	total power [mW]	utilization	hold slack [ps]	cells
6_report	1.14	0.164	487	275
5_1_grt	1.22	0.164	499	275
4_1_cts	1.16	0.164	487	275
3_5_place_dp	0.699	0.149	473	260
3_3_place_gp	0.698	0.149	465	260
2_1_floorplan	0.650	-	440	120
No activity file was given, so power comes from the tool's default toggle rates.
